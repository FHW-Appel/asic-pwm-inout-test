## flow/config.mk

```make
export PLATFORM = sky130hd
export DESIGN_NAME = register
export DESIGN_NICKNAME = register
export VERILOG_FILES = /design/flow/design.v
export SDC_FILE = /design/flow/constraint.sdc
export NUM_CORES = 4
export LEC_CHECK = 1
export CORE_AREA = 10 10 99 99
export DIE_AREA = 0 0 109 109
```

## flow/constraint.sdc

```tcl
current_design register

set clk_period 2.1
set clk_io_pct 0.2

create_clock -name clk0 -period $clk_period [get_ports {clk}]

set non_clock_inputs [all_inputs -no_clocks]
set_input_delay [expr $clk_period * $clk_io_pct] -clock clk0 $non_clock_inputs
set_output_delay [expr $clk_period * $clk_io_pct] -clock clk0 [all_outputs]
```

## flow/design.v

```verilog
module register (
    input wire clk,
    input wire rst_n,
    input wire [7:0] data_in,
    input wire [2:0] addr,
    input wire write_en,
    output wire [7:0] data_out,
    output reg [7:0]Pinout,
    input wire [7:0]Pinin,
    output reg [7:0]PWMgen,
    input wire [7:0]PWMin,
    output reg [7:0]Polarity   
); 
assign data_out = (addr == 3'h4) ? Pinout :
                  (addr == 3'h3) ? Pinin :
                  (addr == 3'h2) ? PWMgen :
                  (addr == 3'h1) ? PWMin :
                  (addr == 3'h0) ? Polarity : 8'b0;
always @(posedge clk) begin
    if (!rst_n) begin
        Pinout <= 8'b1000_0000;
        PWMgen <= 8'b1000_0000;
        Polarity <= 8'b0000_0000;
    end else if (write_en && ~addr[0]) begin
        case (addr)
            3'h4: Pinout <= data_in;
            3'h2: PWMgen <= data_in;
            3'h0: Polarity <= data_in;
        endcase
    end
end
endmodule
```

## flow/run.sh

```bash
#!/bin/bash
# OpenROAD 26Q1-2900-gdf79404cd8, Yosys 0.63+post, stock flow scripts
make -C /OpenROAD-flow-scripts/flow DESIGN_CONFIG=/design/flow/config.mk WORK_HOME=/design/flow/orfs finish
```

==> flow_summary.ini <==
; physical design summary
[sta]
hold_viol = 0
fin_crit_ns = 2.01
maxSlewHeadroom_pct = 82.7
grt_setup_unrepaired = no
layout_setup_ws_ns = 0.0889
worst-slew-pin-transition_ns = 0.255
fin_skew_ns = 0
fin_crit_sh_pct = 95.8
maxSlewViolCount = 0
max_freq_mhz = 497
final-setup-viol-count = 0

[detailed_routing]
routed-via-count = 1252
drc_errors = 0
antenna_cells = 0
drt-total-wl_um = 4600
drtIter0Drc = 64
ant_nets = 0
dr.pass1.iters = 4
wire_per_inst_um = 14.7
vias_per_cell = 4.00

[global_route]
grt_pass1_vias = 1232
antenna_found_initial = 0
grt_pass1_wl_um = 6780
grt_start_max_net_pins = 25
gr-total-overflow = 0
grt_usage_pct = 7.20

[clock_network]
clock-sinks = 24
htree_levels = 1
post_cts.repair.setup_buffers = 0
cts_inserted_buffers = 3
clkSlewWorstSetupHoldPaths_ns = 0.08
clock_latency_ns = 0.26
cts_tree = done
cts-root-buf = clkbuf_8
clk_path_buf_depth = 2

[floorplan]
initial_utilization_pct = 17.2
chipArea_um2 = 11900
dieWidth_um = 109
fp.dieH_um = 109
core_um2 = 7730
rows = 32
io-pin-count = 62

[job]
warnings = 25
cap_violations = 0

[finish]
final_util_pct = 28.5
syn_to_final_growth_pct = 65.9
drive_above_1_share_pct = 15.2

[yosys]
netlist-cell-type-count = 23
top_cell_area_share_pct = 36.2
synthTopCellsByArea = dfxtp_1 36%, mux2i_1 20%, nor2b_1 7.5%, nand2_1 5.1%, a21boi_1 4.5%
ys_cells = 139
avgSynthCellArea_um2 = 9.55
synthCells = 139
ys.warnings.count = 1
synth_seq_share_pct = 36.2
syn-cell-area_um2 = 1330
ys_ff = 24
synth_top_cell_by_area = dfxtp_1
ys_area_um2 = 1330

[placement]
port-buffer-count = 61
gp_congestion = 0.813
pre_cts_slack_ns = -0.470
hpwl_um = 3760

[worst_setup_path]
worstPathMaxFanout = 1
end_kind = output pin
cp_cell_sequence = clkdlybuf4s50_1, mux2_2, a22oi_1, o22ai_1, dlygate4sd2_1
critPathKind = in2out
required_ns = 1.68
start_kind = input pin
max_stage_delay_ns = 0.40
slowest_stage = clkdlybuf4s50_1
arrival_ns = 1.59

[outcome]
status = completed

[hold_path]
hold_path_class = reg2reg

[pwr]
p_leak_uw = 0.000827
power_density_nw_per_um2 = 431
ir_drop_uv = 186
routing by layer:
metal / share of wire [%] / up-vias / wire length [um] / GRT usage (%)
met5: 0 / - / 0 / 0
met4: 0.76 / 0 / 35 / 0.847
met3: 7.5 / 2 / 345 / 2.33
met2: 51 / 21 / 2340 / 12.5
met1: 41 / 587 / 1870 / 8.76
li1: - / 642 / - / -
path summary, 6_finish.rpt:
kind,start,endpoint,slack [ns],depth (start not counted)
setup / recovery,Pinin[5],data_out[5],0.09,5
hold / removal,Polarity[0],Polarity[0],0.48,2
setup reg to reg,Polarity[3],Polarity[3],1.45,2
hold reg to reg,Polarity[0],Polarity[0],0.48,2
sequential cells by signal, indices dropped and copies added, names as in the netlist:
name,cells
Pinout,8
PWMgen,8
Polarity,8
placed cells by master (no fill, tap or decap):
| cell | netlist | final |
|---|---|---|
| buf_4 | 3 | 17 |
| nor4bb_2 | 0 | 1 |
| clkdlybuf4s15_2 | 0 | 1 |
| or4b_4 | 1 | 1 |
| buf_2 | 2 | 2 |
| mux2_2 | 1 | 1 |
| a22oi_1 | 2 | 2 |
| dlymetal6s2s_1 | 0 | 4 |
| buf_6 | 2 | 3 |
| o21ai_1 | 0 | 6 |
| o2bb2ai_1 | 4 | 4 |
| dlygate4sd2_1 | 0 | 4 |
| o21a_1 | 7 | 7 |
| nand2_1 | 18 | 18 |
| nor2_1 | 1 | 1 |
| nor4b_4 | 1 | 1 |
| clkdlybuf4s50_1 | 0 | 50 |
| o21ai_0 | 7 | 1 |
| nand3b_1 | 3 | 3 |
| dfxtp_1 | 24 | 24 |
| nor2b_1 | 16 | 16 |
| and4bb_2 | 1 | 1 |
| o22ai_1 | 1 | 1 |
| a32oi_1 | 3 | 3 |
| clkbuf_8 | 0 | 3 |
| a21boi_1 | 8 | 8 |
| mux2i_1 | 27 | 27 |
| nor3b_2 | 0 | 1 |
kinds of logic (layout without fill, tap and decap cells):
| kind of cell | count (synthesis) | after routing | synth area share (%) |
|---|---|---|---|
| muxes | 28 | 28 | 21.2 |
| and+or+nand+nor | 43 | 43 | 19.7 |
| DFF | 24 | 24 | 36.2 |
| AOI/OAI and AO/OA | 32 | 32 | 17.3 |
| buffers and inverters | 12 | 84 | 5.56 |
cells in the mapped netlist, drive strengths merged:
cell,instances
a21boi,8
buf,7
dfxtp,24
nand3b,3
nor2b,16
o2bb2ai,4
a22oi,2
nor4b,1
o22ai,1
o21a,7
mux2i,27
o21ai,7
a32oi,3
nand2,18
nor2,1
and4bb,1
nor4bb,1
nor3b,1
clkbuf,5
mux2,1
or4b,1
report_power, final:
part	internal [uW]	switching (uW)	total [uW]	leakage [uW]
clock network	128	135	263	0.0000216
logic	137	76.6	213	0.000612
registers	465	8.70	473	0.000194
total	729	220	949	0.000827
metrics by stage:
stage               instance area, um^2  power, uW  hold WS [ns]  setup TNS (ns)  cells
global placement                   2150        704         0.461           -5.24    310
finish                             2200        949         0.482               0    313
floorplan                          1330        564         0.434               0    139
detailed placement                 2150        704         0.476           -5.79    310
global route                       2200        997         0.503               0    313
CTS                                2190        966         0.489               0    313
what timing repair did:
action,4_1_cts,5_1_grt
pin swaps,1,3
hold buffers,0,0
resized,24,5
cloned,0,0
endpoints found under the setup margin,8,4
critical path, delay by kind of cell:
family	cells	cell delay, ns
multiplexers	1	0.27
buffers and inverters	2	0.66
AND-OR/OR-AND	2	0.23
area by class of cell:
cell class / instances / area [um^2]
Sequential cell: 24 / 480
Multi-Input combinational cell: 103 / 785
Timing Repair Buffer: 81 / 768
Tap cell: 102 / 128
Clock buffer: 3 / 41.3
Fill cell: 806 / 5530
Power and IR drop assume default switching activity.
