[design/flow/design.v]
`default_nettype none
`timescale 8.333ns/8.333ps
module pwm_gen (
    input wire clk,  
    input wire rst_n,
    input wire sel_inpins,
    input wire invert_polarity,
    output wire pwm_sig,
    input wire [6:0] reg_dc,  
    input wire [6:0] pin_dc   
    );
    reg [6:0] prescaler_cnt; 
    reg [10:0] pwm_period_cnt;  
    reg duty_reg;
    assign pwm_sig = invert_polarity ? ~duty_reg : duty_reg;
    reg [6:0] duty_cycle_buf;
    always @(posedge clk) begin
        if (!rst_n) begin
            prescaler_cnt <= 7'b0;
            duty_reg <= 1'b0;  
            pwm_period_cnt <= 11'b0;
            duty_cycle_buf <= sel_inpins ? pin_dc : reg_dc;
        end else begin
            if ((pwm_period_cnt < 11'd100 + {4'b0, duty_cycle_buf}) && pwm_period_cnt < 11'd200) begin
                duty_reg <= 1'b1;
            end else begin
                duty_reg <= 1'b0;
            end               
            if (prescaler_cnt == 7'd119) begin
                prescaler_cnt <= 7'b0;
                if (pwm_period_cnt == 11'd1999) begin
                    pwm_period_cnt <= 11'b0;
                    duty_cycle_buf <= sel_inpins ? pin_dc : reg_dc;  
                end else begin
                    pwm_period_cnt <= pwm_period_cnt + 11'b1;
                end
            end else begin
                prescaler_cnt <= prescaler_cnt + 7'b1;
            end
        end
    end
 endmodule
[design/flow/run.sh]
#!/bin/bash
# OpenROAD 26Q1-2900-gdf79404cd8, Yosys 0.63+post, stock flow scripts
make -C /OpenROAD-flow-scripts/flow DESIGN_CONFIG=/design/flow/config.mk WORK_HOME=/design/flow/orfs finish
[design/flow/config.mk]
export PLATFORM = sky130hd
export DESIGN_NAME = pwm_gen
export DESIGN_NICKNAME = pwm_gen
export VERILOG_FILES = /design/flow/design.v
export SDC_FILE = /design/flow/constraint.sdc
export NUM_CORES = 4
export LEC_CHECK = 1
export CORE_UTILIZATION = 30
[design/flow/constraint.sdc]
current_design pwm_gen

set clk_period 3.3
set clk_io_pct 0.2

create_clock -name clk0 -period $clk_period [get_ports {clk}]

set non_clock_inputs [all_inputs -no_clocks]
set_input_delay [expr $clk_period * $clk_io_pct] -clock clk0 $non_clock_inputs
set_output_delay [expr $clk_period * $clk_io_pct] -clock clk0 [all_outputs]
==> changes_impl.md <==
## Implementation

- Status: complete, no violations
- Register area share after synthesis: 42.03%
- Dominant logic cell type in the layout: dfxtp_1
- Setup-failing EPs final: 0
- Drt first pass iters: 4
- Gpl congestion: 0.8885
- Biggest regs: pwm_period_cnt (11), duty_cycle_buf (7), prescaler_cnt (7)
- Post-route ant nets: 0
- Flops after synth: 26
- CTS max path bufs: 2
- Setup Crit Path Kind: in -> out
- CTS tree: done
- Hold Path Class: reg -> reg
- Most common logic cells in the final layout: dfxtp_1 (19), clkdlybuf4s50_1 (18), nor2_1 (14), xnor2_1 (13), ha_1 (10)
- All-Layer GR Usage: 10.50%
- Port Buffers: 18
- Critical path arrival: 1.73 ns
- Most frequent CP cell: clkdlybuf4s50_1
- Layout area overhead: 19.50%
- Critical Path RT: 2.64 ns
- Max reg flops: 11
- Pin count of the biggest net entering global routing: 16
- Mapped cell area: 1405 µm²
- Clk sinks: 26
- Peak Freq: 0.4182 GHz
- Buffer and inverter count on the worst path: 2
- CP Capture Type: output pin
- Die width: 70.44 µm
- Ys Warns: 1
- Setup WS pre-CTS: 0.9059 ns
- Most common reg cell: dfxtp_1
- Delay-heaviest family, CP: buffers and inverters
- Max Cap Violations: 0
- DIE AREA: 4961 µm²
- Tool warning count: 25
- Relative slew slack: 36.97%
- Layout cells sized above 1: 10.32%
- Largest Register: pwm_period_cnt
- Post_cts resized: 0
- Syn avg cell area: 10.18 µm²
- Mapped Cells: 138
- CP max FO: 1
- Startpoint class of the critical path: input pin
- Fin crit period: 2.391 ns
- TritonCTS Buffers: 3
- Unrepaired setup endpoints after global routing: no
- VDD IR max: 0.0001325 V
- Clk latency late pin: 0.26 ns
- Pwr dens: 349.2 nW/µm²
- Max incr delay on CP: 0.47 ns
- Vias in the first global route: 984
- I/O pin cnt: 19
- Routed WL: 2481 µm
- Yosys cell count: 138
- First-pass GRT wire length: 4250 µm
- # diodes: 0
- Setup TNS: 0 ns
- Layout Skew: 0.004835 ns
- Yosys stat area: 1405 µm²
- Reg clk slew, reported paths: 0.09 ns
- Number of DRC markers in iteration 0: 98
- GRT overflow: 0
- Core Util at FP: 31.83%
- Site Rows: 24
- Antenna violations before repair: 0
- Synth async-reset ratio: 0%
- Final hold violation count: 0
- Number of enable flip-flop cells: 7
- Worst Tran Pin Value: 0.9422 ns
- Root Buffer: clkbuf_8
- Period utilization: 72.46%
- Setup bufs post-CTS: 0
- Vias per inst: 4.942
- CTS Hold Bufs: 0
- WL/cell: 11.99 µm
- Via count: 1023
- Die height: 70.44 µm
- Post-route worst setup slack: 0.9088 ns
- Core box area: 4414 µm²
- HPWL Detailed: 1841 µm
- Max-slew violations: 0
- # DRC: 0
- Worst-path cell chain: clkdlybuf4s50_1, xor2_1, clkdlybuf4s50_1
- CP max stage cell: clkdlybuf4s50_1
- Final Util: 38.04%
- Pleak: 0.6292 nW
- Htree depth: 1
- Distinct cell type count after synthesis: 34
synth_stat cells (2+ instances only):
| master | number | share of area, % |
|---|---|---|
| a21oi_1 | 3 | 1.1 |
| mux2_2 | 7 | 5.6 |
| clkbuf_1 | 5 | 1.3 |
| nor3b_1 | 2 | 1.1 |
| and3_1 | 2 | 0.89 |
| xnor2_1 | 13 | 8.1 |
| ha_1 | 10 | 8.9 |
| nand4b_1 | 2 | 1.2 |
| o21ai_1 | 2 | 0.71 |
| nand2b_1 | 2 | 0.89 |
| and2_1 | 3 | 1.3 |
| nor4_1 | 5 | 2.2 |
| xor2_1 | 5 | 3.1 |
| inv_1 | 5 | 1.3 |
| nor3_1 | 4 | 1.4 |
| nor2_1 | 14 | 3.7 |
| nand3_1 | 7 | 2.5 |
| edfxtp_1 | 7 | 15 |
| nand4_1 | 5 | 2.2 |
| dfxtp_1 | 19 | 27 |
| nand2_1 | 3 | 0.80 |
power by group:
part,internal (mW),switching [mW],total (mW)
clock network,0.0862,0.0921,0.178
logic,0.0399,0.0238,0.0637
registers,0.338,0.00607,0.344
kinds of logic after synthesis:
kind of cell / after synthesis / share of synthesized area [%]
adders and majority gates: 10 / 8.905
xor gates and xnor gates: 18 / 11.22
AOI/OAI and AO/OA: 12 / 7.124
muxes: 7 / 5.610
buffers and inverters: 11 / 3.028
and+or+nand+nor: 54 / 22.08
DFF: 26 / 42.03
final cells by class:
cell class / count / area [µm²]
inverters: 5 / 18.77
well taps: 52 / 65.06
repair buffers: 19 / 187.7
clock buffers: 4 / 45.04
multi-input cells: 101 / 772.0
flip-flops and latches: 26 / 590.6
fillers: 413 / 2735
metrics by stage:
stage	cells	hold slack [ns]	total power [mW]	area [µm²]
after detailed placement	203	0.4371	0.4161	1634
final	207	0.4525	0.5864	1679
after global placement	203	0.4244	0.4136	1634
after CTS	207	0.4501	0.5962	1679
after global routing	207	0.4831	0.6164	1679
after floorplan	138	0.4132	0.3858	1405
metal layers:
metal  part of all wire [%]  vias to the layer above  track usage, %
li1                       -                      531               -
met5                      0                        -               0
met2                     47                       14           17.46
met3                    2.6                        2          0.8759
met1                     49                      476           15.36
met4                    1.1                        0           2.000
final timing paths:
path / cells after the start / endpoint / slack (ns) / from
max reg2reg: 3 / duty_cycle_buf[4]$_DFFE_PP_ / 0.96 / pwm_period_cnt[6]$_SDFFE_PN0P_
max: 3 / pwm_sig / 0.91 / invert_polarity
min reg2reg: 1 / prescaler_cnt[0]$_SDFF_PP0_ / 0.45 / prescaler_cnt[0]$_SDFF_PP0_
min: 1 / prescaler_cnt[0]$_SDFF_PP0_ / 0.45 / prescaler_cnt[0]$_SDFF_PP0_
worst register-to-register path: cells and delay by family, from the launching register on:
family             cells  cell delay [ns]
AOI/OAI and AO/OA      1             0.77
and+or+nand+nor        2             0.70
DFF                    1             0.49
Power is estimated from default activity; no workload was simulated.
