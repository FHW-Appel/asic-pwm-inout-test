==> /design/flow/design.v <==
module if_spi (
    input wire clk,
    input wire rst_n,
    input wire spi_cs_n,
    input wire spi_sck,
    input wire spi_mosi,
    output reg spi_miso,
    output reg [7:0] addr,
    output reg [7:0] data_in,
    output reg write_en,
    input wire [7:0] data_out
    );
reg spi_sck_prev;
wire sck_rising_edge, sck_falling_edge;
always @(posedge clk) begin
        spi_sck_prev <= spi_sck;
end
assign sck_rising_edge = (spi_sck == 1'b1) && (spi_sck_prev == 1'b0);
assign sck_falling_edge = (spi_sck == 1'b0) && (spi_sck_prev == 1'b1);
wire rst_internal;
assign rst_internal = (!rst_n) || spi_cs_n;  
reg [7:0] addr_int;
reg [7:0] data_int;
reg [3:0] bit_count;
reg [2:0] databit_count;
always @(posedge clk) begin
    if (rst_internal) begin
        addr_int <= 8'b0000_0000;
        addr <= 8'b0000_0000;
        data_int <= 8'b0000_0000;
        data_in <= 8'b0000_0000;
        bit_count <= 4'b0000;
        databit_count <= 3'b111;  
        write_en <= 1'b0;
        spi_miso <= 1'b0;
    end else begin
        write_en <= 1'b0;  
        if (sck_rising_edge) begin
            bit_count <= bit_count + 1;
            if (bit_count < 8) begin
                addr_int <= {addr_int[6:0], spi_mosi};  
            end else begin
                databit_count <= databit_count - 1;
                data_int <= {data_int[6:0], spi_mosi};  
            end   
            if (bit_count == 7) begin
                addr <= {addr_int[6:0], spi_mosi};  
            end
            if (bit_count == 15) begin
                data_in <= {data_int[6:0], spi_mosi}; 
                write_en <= addr_int[7];  
            end
        end
        if (sck_falling_edge && bit_count > 7) begin
            spi_miso <= data_out[databit_count]; 
        end
    end
end
endmodule
==> /design/flow/run.sh <==
#!/bin/bash
# OpenROAD 26Q1-2900-gdf79404cd8, Yosys 0.63+post, stock flow scripts
make -C /OpenROAD-flow-scripts/flow DESIGN_CONFIG=/design/flow/config.mk WORK_HOME=/design/flow/orfs finish
==> /design/flow/config.mk <==
export PLATFORM = sky130hd
export DESIGN_NAME = if_spi
export DESIGN_NICKNAME = if_spi
export VERILOG_FILES = /design/flow/design.v
export SDC_FILE = /design/flow/constraint.sdc
export NUM_CORES = 4
export LEC_CHECK = 1
export CORE_UTILIZATION = 30
==> /design/flow/constraint.sdc <==
current_design if_spi

set clk_period 2.0
set clk_io_pct 0.2

create_clock -name clk0 -period $clk_period [get_ports {clk}]

set non_clock_inputs [all_inputs -no_clocks]
set_input_delay [expr $clk_period * $clk_io_pct] -clock clk0 $non_clock_inputs
set_output_delay [expr $clk_period * $clk_io_pct] -clock clk0 [all_outputs]
==> flow_summary.yaml <==
# implementation run metrics
yosys:
  synth.top_cell.area_share: 0.495
  area_leaders: "dfxtp_1 50%, a21oi_1 7.5%, mux2i_1 6.0%"
  ys_types: 29
  syn_inst: 183
  netlist_area_sq_um: 1660
  ys_warn_count: 1
  yosys_cells: 183
  top_area_cell: "dfxtp_1"
  syn_area_per_cell_sq_um: 9.06
  ys_area_sq_um: 1660
  ys_seq_share: 0.495
  ys_ff: 41
worst_setup_path:
  r2r_setup_slack_ns: 0.47
  crit_type: "in -> reg"
  cp.arrival_ns: 1.77
  required_ns: 2.22
  critPathLaunchType: "primary input"
  crit_buf_inv: 1
  path_cells: "clkdlybuf4s50_1 -> nand2b_1 -> or3_1 -> a21oi_1"
  slowest_delay_ns: 0.64
  cp_top_family: "buffers and inverters"
  worstPathMaxFanout: 10
  slowest_stage: "clkdlybuf4s50_1"
  end_kind: "flop"
route:
  vias_per_cell: 4.86
  num_vias: 1386
  detail_route.antenna_diodes: 0
  drc_errors: 0
  firstDrtPassIters: 4
  initialDrtViolationCount: 92
  drt.antenna.violating_nets: 0
  drt-wirelength-per-cell_microns: 12.0
  routed_wl_microns: 3430
power:
  p_switching_uw: 326
  seqPwrFrac: 0.488
  internal_power_uw: 1360
  vdd_drop_max_v: 0.000323
  clkPwrFrac: 0.473
  switching_share: 0.194
  pwr_density_cell_nw_per_um2: 771
  power_leakage_uw: 0.000812
  power_frac_comb: 0.039
clocking:
  clkSinkCount: 41
  path_clk_slew_ns: 0.08
  clock_path_buffers: 2
  h-tree-depth: 2
  cts_root_buffer: "clkbuf_8"
  cts-resized-gates: 0
  postCtsHoldBufs: 0
  cts_setup_buffers: 0
  cts_made_buffers: 5
  clk_latency_ns: 0.29
  cts_tree: "done"
final_layout:
  lay_top_count: "dfxtp_1"
  lay_top_cells: "41 x dfxtp_1, 30 x clkdlybuf4s50_1, 25 x a21oi_1"
  area_growth_pct: 31.6
  utilization: 0.419
  stdcell_area_sq_um: 2180
  logic_area_sq_um: 752
  drive_above_1_share: 0.0930
  seqCellArea_sq_um: 821
  fillers: 529
global_route:
  grt_pass1_vias: 1285
  grtUsageTotal: 0.127
  grt_max_degree: 36
  grt_pass1_wl_microns: 5960
  grt_overflow_total: 0
  antenna_found_initial: 0
worst_hold_path:
  hold_class: "reg -> reg"
flow_run:
  warning_count: 25
  max_cap_violations: 0
timing:
  worstMarginPinSlew_ns: 0.527
  slew_viol_final: 0
  relSlewSlack: 0.648
  whs_ns: 0.456
  layout_setup_ws_ns: 0.455
  finalSetupTns_ns: 0
  skew_ns: 0.00785
  hold_violations: 0
  setup_viol: 0
  timing.fmax_mhz: 647
  rsz0062_at_grt: "no"
  period_minus_slack_ns: 1.55
  fin_crit_sh: 0.773
die:
  io_pins: 31
  fp-row-count: 26
  fp_util: 0.319
  die_w_microns: 76.3
  chip_area_sq_um: 5830
  design.core.area_sq_um: 5200
  die_h_microns: 76.3
place:
  port_buffers: 30
  post_dp_cell_area_sq_um: 2040
  hpwlAfterDp_microns: 2260
  place.gp.congestion: 0.725
  place_ws_ns: 0.148
status:
  status: "finished, final reports clean"
-- logic make-up after synthesis --
kind of cell,share of synthesized area
xor gates and xnor gates,0.0211
and+or+nand+nor,0.174
DFF,0.495
AOI/OAI and AO/OA,0.170
muxes,0.0740
buffers and inverters,0.0513
adders and majority gates,0.0151
-- layout make-up --
type,instances,share of cell area
clock buffers,5,0.0315
clock inverters,3,0.0315
inverters,3,0.00516
multi-input cells,125,0.345
flip-flops and latches,41,0.376
well taps,70,0.0401
repair buffers,38,0.171
-- synthesized netlist by cell type --
library cell,number
o21ai_1,8
and4b_1,1
o41ai_2,1
nor3_1,1
o211ai_1,2
clkbuf_1,4
xor2_1,3
and2b_1,1
inv_1,3
nand4b_1,2
nor3b_2,1
nand3_1,17
nand2b_1,1
ha_1,2
mux2i_1,10
dfxtp_1,41
buf_4,1
nand2b_4,1
nand3b_1,2
nand2_1,13
o21ai_0,17
a21oi_1,25
buf_2,8
mux4_2,1
buf_6,1
and3_1,2
nor2_1,11
xnor2_1,1
or3_1,2
-- worst reg2reg max path, stage by stage, from the launching register on --
cell	delay, ns
dfxtp_1	0.66
inv_1	0.41
o21ai_0	0.27
a21oi_1	0.09
-- power by group through the flow --
stage | Sequential (uW) | Clock [uW] | Combinational, uW
5_1_grt | 821 | 856 | 71.9
4_1_cts | 821 | 814 | 66.0
6_report | 821 | 795 | 65.7
-- per-layer routing --
| metal | share of wire | track usage |
|---|---|---|
| met5 | 0 | 0 |
| met4 | 0.018 | 0.0173 |
| met3 | 0.039 | 0.0243 |
| met2 | 0.45 | 0.205 |
| met1 | 0.49 | 0.186 |
-- through the flow --
stage,power [uW],instances
CTS,1700,285
global route,1750,285
detailed placement,906,277
floorplan,872,183
global placement,906,277
finish,1680,285
-- final timing paths --
kind	from	endpoint	cells after the start
min	addr_int[7]	write_en	2
max reg2reg	bit_count[3]	data_in[1]	3
max	spi_sck	bit_count[3]	4
min reg2reg	addr_int[7]	write_en	2
-- sequential cells by signal (all words and copies together), names as in the netlist --
| name | flops |
|---|---|
| addr | 8 |
| bit_count | 4 |
| spi_sck_prev | 1 |
| data_int | 7 |
| data_in | 8 |
| write_en | 1 |
| addr_int | 8 |
| databit_count | 3 |
| spi_miso | 1 |
Power is estimated from default activity; no workload was simulated.
